===== ./config.mk =====
export PLATFORM = sky130hd
export DESIGN_NAME = InstructionSM
export DESIGN_NICKNAME = InstructionSM
export VERILOG_FILES = /design/flow/design.v
export SDC_FILE = /design/flow/constraint.sdc
export NUM_CORES = 4
export LEC_CHECK = 1
export CORE_AREA = 10 10 96 96
export DIE_AREA = 0 0 106 106

===== ./constraint.sdc =====
current_design InstructionSM

set clk_period 1.4
set clk_io_pct 0.2

create_clock -name clk0 -period $clk_period [get_ports {clk}]

set non_clock_inputs [all_inputs -no_clocks]
set_input_delay [expr $clk_period * $clk_io_pct] -clock clk0 $non_clock_inputs
set_output_delay [expr $clk_period * $clk_io_pct] -clock clk0 [all_outputs]

===== ./design.v =====
module InstructionSM(clk,
                     reset,
                     w,
                     nsel,
                     loada,
                     loadb,
                     loadc,
                     loads,
                     vsel,
                     write,
                     opcode,
                     op,
                     asel,
                     bsel, 
                     load_pc, 
                     load_ir, 
                     reset_pc, 
                     addr_sel, 
                     m_cmd,
                     load_addr);
  input clk, reset;
  output reg  loada, loadb, loadc, loads, write, asel, bsel;
  output reg [2:0] nsel;
  output reg [3:0] vsel;
  input [2:0] opcode;
  input [1:0] op;
  output reg load_pc; 
  output reg load_ir; 
  output reg reset_pc; 
  output reg addr_sel; 
  output reg [1:0] m_cmd;
  output reg load_addr;
  output w;
  wire [5-1:0] state;
  reg [5-1:0] proposedState;
  wire [5-1: 0] nextState;
  assign w = | (state === 5'd0 | 5'd12 | 5'd13 | 5'd14 );
  assign nextState = reset ? 5'd0 : proposedState;
  vDFF #(5) stateFF(clk, nextState, state);
  always @(*) begin
    case(state)
      5'd0 :begin
        proposedState  = 5'd12;
        {write, loada, loadb, loadc, loads, asel, bsel, vsel, nsel} = {7'b0, 4'b0010, 3'bx};
        {load_pc, load_ir, reset_pc, addr_sel, m_cmd} = {1'b1, 1'b0, 1'b1, 1'b0, 2'b00};
        load_addr = 1'b0;
      end
      5'd12 :begin
        proposedState  = 5'd13;
        {write, loada, loadb, loadc, loads, asel, bsel, vsel, nsel} = {7'b0, 7'bx};
        {load_pc, load_ir, reset_pc, addr_sel, m_cmd} = {1'b0, 1'b0, 1'b0, 1'b1, 2'b01};
        load_addr = 1'bx;
      end
      5'd13 :begin
        proposedState  = 5'd14;
        {write, loada, loadb, loadc, loads, asel, bsel, vsel, nsel} = {7'b0, 7'bx};
        {load_pc, load_ir, reset_pc, addr_sel, m_cmd} = {1'b0, 1'b1, 1'b0, 1'b1, 2'b01};
        load_addr = 1'bx;
      end
      5'd14 :begin
        proposedState  = 5'd1;
        {write, loada, loadb, loadc, loads, asel, bsel, vsel, nsel} = {7'b0, 7'bx};
        {load_pc, load_ir, reset_pc, addr_sel, m_cmd} = {1'b1, 1'b0, 1'b0, 1'bx, 2'b00};
        load_addr = 1'bx;
      end
      5'd1: begin 
        {write, loada, loadb, loadc, loads, asel, bsel, vsel, nsel} = {7'b0, 7'bx};
        {load_pc, load_ir, reset_pc, addr_sel, m_cmd} = {1'b0, 5'bx};
        load_addr = 1'bx;
        if (opcode === 3'b110) begin
          if (op === 2'b10)
            proposedState = 5'd2;
          else if (op === 2'b00)
            proposedState = 5'd4;
          else
            proposedState = {5{1'bx}};
        end else if (opcode === 3'b101) begin
          if (|{(op === 2'b00), (op === 2'b10), (op === 2'b01)})
            proposedState = 5'd3;
          else if(op === 2'b11)
            proposedState = 5'd4;
          else
            proposedState = {5{1'bx}};
        end 
        else if (opcode === 3'b011) begin
          proposedState = 5'd3;
        end else if (opcode === 3'b100) begin
          proposedState = 5'd3;
        end else if (opcode === 3'b111)begin
          proposedState = 5'd15;
        end else
          proposedState = 5'd2;
      end
      5'd2: begin
        {write, loada, loadb, loadc, loads, asel, bsel, vsel, nsel} = {1'b1, 6'b0, 4'b0010, 3'b100};
        {load_pc, load_ir, reset_pc, addr_sel, m_cmd} = {6'bx};
        load_addr = 1'bx;
        proposedState  = 5'd12;
      end
      5'd3 : begin
        {write, loada, loadb, loadc, loads, asel, bsel, vsel, nsel} = {1'b0, 1'b1, 5'b0, 4'bx, 3'b100};
        {load_pc, load_ir, reset_pc, addr_sel, m_cmd} = {6'bx};
        load_addr = 1'bx;
        if (opcode === 3'b011 | opcode === 3'b100)
          proposedState = 5'd16;
        else
          proposedState = 5'd4;
      end
      5'd16: begin 
        if (opcode === 3'b011) begin 
          {write, loada, loadb, loadc, loads, asel, bsel, vsel, nsel} = {2'b0, 1'b1, 3'b0, 1'b1, 4'bx, 3'bx};
          {load_pc, load_ir, reset_pc, addr_sel, m_cmd} = {6'bx};
          load_addr = 1'bx;
        end 
        else if (opcode === 3'b100) begin 
          {write, loada, loadb, loadc, loads, asel, bsel, vsel, nsel} = {2'b0, 1'b1, 3'b0, 1'b1, 4'bx, 3'bx};
          {load_pc, load_ir, reset_pc, addr_sel, m_cmd} = {6'bx};
          load_addr = 1'bx;
        end
        proposedState = 5'd9; 
      end 
      5'd4: begin
        {write, loada, loadb, loadc, loads, asel, bsel, vsel, nsel} = {2'b0, 1'b1, 4'b0, 4'bx, 3'b001};
        {load_pc, load_ir, reset_pc, addr_sel, m_cmd} = {6'bx};
        load_addr = 1'bx;
        if(opcode === 3'b110)
          proposedState  = 5'd11;
        else if(opcode === 3'b101) begin
          if (|{(op === 2'b00), (op === 2'b10)})
            proposedState = 5'd9;
          else if(op === 2'b01)
            proposedState = 5'd8;
          else if(op === 2'b11)
            proposedState = 5'd10;
          else
            proposedState = {5{1'bx}};
        end else
          proposedState = {5{1'bx}};
      end
      5'd8: begin
        {write, loada, loadb, loadc, loads, asel, bsel, vsel, nsel} = {4'b0, 1'b1, 2'b0, 7'bx};
        {load_pc, load_ir, reset_pc, addr_sel, m_cmd} = {6'bx};
        load_addr = 1'bx;
        proposedState = 5'd12;
      end
      5'd9: begin
        {write, loada, loadb, loadc, loads, asel, bsel, vsel, nsel} = {3'b0, 1'b1, 3'b0, 7'bx};
        {load_pc, load_ir, reset_pc, addr_sel, m_cmd} = {6'bx};
        load_addr = 1'bx;
        if (opcode === 3'b011 | opcode === 3'b100)
          proposedState = 5'd17;
        else
          proposedState  = 5'd7;
      end
      5'd11: begin
        {write, loada, loadb, loadc, loads, asel, bsel, vsel, nsel} = {3'b0, 1'b1, 1'b0, 1'b1, 1'b0, 7'bx};
        {load_pc, load_ir, reset_pc, addr_sel, m_cmd} = {6'bx};
        load_addr = 1'bx;
        proposedState = 5'd7;
      end
      5'd10: begin
        {write, loada, loadb, loadc, loads, asel, bsel, vsel, nsel} = {3'b0, 1'b1, 1'b0, 1'b1, 1'b0, 7'bx};
        {load_pc, load_ir, reset_pc, addr_sel, m_cmd} = {6'bx};
        load_addr = 1'bx;
        proposedState = 5'd7;
      end
      5'd7: begin
        {write, loada, loadb, loadc, loads, asel, bsel, vsel, nsel} = {1'b1, 6'b0, 4'b0001, 3'b010};
        {load_pc, load_ir, reset_pc, addr_sel, m_cmd} = {6'bx}; 
        load_addr = 1'bx;
        proposedState = 5'd12;
      end
      5'd15: begin 
        {write, loada, loadb, loadc, loads, asel, bsel, vsel, nsel} = {14'bx};
        {load_pc, load_ir, reset_pc, addr_sel, m_cmd} = {1'b0, 5'bx}; 
        load_addr = 1'bx;
        proposedState = 5'd15;
      end 
      5'd17: begin 
        {write, loada, loadb, loadc, loads, asel, bsel, vsel, nsel} = {1'b1, 6'b0, 4'bx, 3'bx};
        {load_pc, load_ir, reset_pc, addr_sel, m_cmd} = {6'bx}; 
        load_addr = 1'bx;
        proposedState = 5'd18;
      end 
      5'd18: begin 
        if (opcode == 3'b011) begin
          {write, loada, loadb, loadc, loads, asel, bsel, vsel, nsel} = {14'bx};
          {load_pc, load_ir, reset_pc, addr_sel, m_cmd} = {3'bx, 1'b1 ,2'bx}; 
          load_addr = 1'b1;
        end 
        else begin  
          {write, loada, loadb, loadc, loads, asel, bsel, vsel, nsel} = {14'bx};
          {load_pc, load_ir, reset_pc, addr_sel, m_cmd} = {3'bx, 1'b0 ,2'bx}; 
          load_addr = 1'b1;
        end 
        proposedState = 5'd19;
      end 
      5'd19: begin 
        if (opcode ===3'b011) begin 
          {write, loada, loadb, loadc, loads, asel, bsel, vsel, nsel} = {7'bx, 4'b0100, 3'bx};
          {load_pc, load_ir, reset_pc, addr_sel, m_cmd} = {3'bx, 1'b1 ,2'b01}; 
          load_addr = 1'b0;
        end
        else begin 
          {write, loada, loadb, loadc, loads, asel, bsel, vsel, nsel} = {7'bx, 4'b0100, 3'bx};
          {load_pc, load_ir, reset_pc, addr_sel, m_cmd} = {3'bx, 1'b0 ,2'b10}; 
          load_addr = 1'b0;
        end
        proposedState = 5'd12;
      end 
      default: begin 
        proposedState = {5{1'bx}};
        {write, loada, loadb, loadc, loads, asel, bsel, vsel, nsel} = {7'b0, 7'bx};
        {load_pc, load_ir, reset_pc, addr_sel, m_cmd} = {6'bx}; 
        load_addr = 1'bx;
      end
    endcase
  end
endmodule
module vDFF(clk, in, out);
  parameter n=1;
  input clk;
  input [n-1:0] in;
  output reg [n-1:0] out;
  always @(posedge clk)
    out = in;
endmodule

===== ./run.sh =====
#!/bin/bash
# OpenROAD 26Q1-2900-gdf79404cd8, Yosys 0.63+post, stock flow scripts
make -C /OpenROAD-flow-scripts/flow DESIGN_CONFIG=/design/flow/config.mk WORK_HOME=/design/flow/orfs finish

==> out/results.ini <==
[yosys]
synth.avg_cell_area_um2=10.5
yosys-top-cells-count=dlxtn_1, dfxtp_1, nor2b_1
async_reset_ff_frac=0
synthFlopType=dlxtn_1
yosys_area_um2=1020
post_synth_design_cell_area_um2=1020
enable_flop_cells=0
number_of_cells_produced_by_synthesis=97
top_cell=dlxtn_1
yosys.area.top_type=dfxtp_1
ys_seq_elements=38
post_synth_main_area_contributors=dfxtp_1, dlxtn_1, nor2b_1, nor2_1, nor3b_1
synth.yosys.num_cells=97
synth.lib_cells_used.distinct=31
yosysTopAreaCellShare=0.353
synth_warn=2

[power]
power.combinational.fraction=0.083
part_of_the_total_power_dissipated_in_the_clock_network=0.404
p_switching_mw=0.210
pwr-share-seq=0.513
internal_power_contribution_mw=0.816
vdd.ir_drop.worst_mv=0.392
power_per_cell_area_nw_per_um2=683
power.static_leakage_nw=0.609
sw_frac_of_total=0.205
power.total_mw=1.03

[final_timing]
rsz0062_at_grt=no
worst_slew_pin_slew_ns=0.559
unclocked_pins=20
slew-limit-headroom=0.627
unconstrained_endpoints=40
clock-skew-final_ns=0.00224
finalCriticalPeriod_ns=1.30
final-hold-violation-count=0
final_min_period_over_clock_period=0.929
timing_max_transition_violations_final=0
max_freq_mhz=768
timing.final.setup_violations=0

[worst_hold_path]
min_to=stateFF.out[6]
worst_hold_startpoint=stateFF.out[10]
hold-path-cell-count=1
min_path_type=flip-flop to flip-flop

[detailed_routing]
drt-wirelength-per-cell_um=10.6
overall_via_count_from_detail_route=746
number_of_design_rule_violations_left_after_detail_routing=0
drt_wirelength_mm=2.43
detail_route.iter0.violations=49
firstDrtPassIters=2
n_antenna_cell=0
avg_vias_per_cell=3.26
ant_nets=0

[floorplan]
core-area_um2=7210
chip_area_um2=11200
fp_util=0.142
top_level_ports=29
fp-row-count=31
die-height_um=106
dieWidth_um=106

[status]
outcome=complete, no violations

[clock_tree]
worst_skew_pair.late_latency_ns=0.25
postCtsSetupBuffers=0
htree_levels=1
post_cts.resized_instances=0
cts.hold.buffers_added=0
tritoncts.num_buffers=3
cts-root-buf=clkbuf_8
clkTransAtPathRegs_ns=0.07
tritoncts=done
largest_buffer_count_on_any_clock_path=2

[setup_path]
arrival_time_of_data_at_the_critical_path_endpoint_ns=1.50
worstReg2RegEnd=stateFF.out[2]
crit-reg2reg-launch=stateFF.out[3]
critPathMaxFanout=4
r2r_setup_slack_ns=0.34
critical_path_class=input pin to flip-flop
ff_to_ff_path_depth=3
cp-end-kind=flip-flop
crit_path_start_kind=input pin
required_ns=1.60

[global_route]
groute.layer.met2.usage=0.0716
global_route.usage.total=0.0437
grt_first_pass_wirelength_mm=4.00
overflow=0
global_route.peak_usage_layer=met2
use_met1=0.0513
global_route.usage.met3=0.0251
initial_antenna_violation_count=0
grt_start_max_net_pins=21
vias_in_the_first_global_route=757

[place]
dpl.hpwl_mm=1.94
numPlacedInstances=225
numPortBuffers=26
gpl.final_weighted_congestion=0.793
detailed_place.area_um2=1450

[run]
stage_log_warning_count=25
timing.max_cap.violations=0

[layout]
finish.instance_area_um2=1500
n_fill_cell=786
drive_gt1_frac=0.154
area_growth_syn_to_layout_pct=47.0
instances_no_fill=229

logic make-up (layout without fill, tap and decap cells):
kind of cell,Yosys count,in the layout,share of synthesized area
and+or+nand+nor,36,36,0.212
other,2,2,0.00735
buffers and inverters,10,43,0.0441
DFF,18,18,0.353
latches,20,20,0.294
AOI/OAI and AO/OA,11,11,0.0906
power groups by stage:
stage | Combinational, mW | Clock (mW) | Sequential, mW
6_report | 0.0853 | 0.414 | 0.526
5_1_grt | 0.0943 | 0.451 | 0.527
4_1_cts | 0.0855 | 0.428 | 0.526
layout make-up:
cell class	instances	area, um2	share of cell area
Sequential cell	38	661	0.440
Multi-Input combinational cell	49	317	0.211
Inverter	3	11.3	0.00749
Tap cell	99	124	0.0824
Clock buffer	4	55.1	0.0366
Timing Repair Buffer	36	335	0.223
registers in the layout, indices dropped and copies added (netlist names):
register	flops
addr_sel	1
load_ir	1
loads	1
m_cmd	2
asel	1
vsel	3
load_pc	1
reset_pc	1
bsel	1
nsel	3
stateFF.out	18
load_addr	1
write	1
loadc	1
loada	1
loadb	1
worst max-delay path by stage:
| stage | depth (start not counted) | to | slack (ns) | start |
|---|---|---|---|---|
| finish | 4 | stateFF.out[3] | 0.1 | opcode[0] |
| CTS | 4 | stateFF.out[3] | 0.09 | opcode[0] |
| global route | 4 | stateFF.out[3] | 0.02 | opcode[0] |
metal layers:
| metal | wire [um] | vias up |
|---|---|---|
| met2 | 1140 | 21 |
| li1 | - | 384 |
| met4 | 0 | 0 |
| met5 | 0 | - |
| met3 | 269 | 0 |
| met1 | 1020 | 341 |
critical path: stages:
cell	delay, ns
clkdlybuf4s50_1	0.46
or4b_1	0.53
o21ai_1	0.09
a32o_2	0.13
stage by stage:
stage	setup TNS (ns)	util	setup slack, ns	hold WS, ns
3_3_place_gp	-0.327	0.201	-0.126	0.467
3_5_place_dp	-0.398	0.201	-0.146	0.460
5_1_grt	0	0.208	0.0169	0.488
4_1_cts	0	0.208	0.0880	0.479
2_1_floorplan	0	-	0.370	0.308
6_report	0	0.208	0.0987	0.472
cell usage in the layout, fill, tap and decap left out, drive strengths merged, types with 2 or more instances in the layout:
cell            n
clkdlybuf4s50  26
buf            10
conb            2
nand3           2
or3             2
nor2            6
nand3b          2
and2            2
or2             2
nor2b           7
clkbuf          4
o21ai           3
inv             3
nor3b           3
dfxtp          18
dlxtn          20
nand2           3
nor4            2
Power figures rest on the tool's default switching activity, not on a simulated workload.
