==> design.v <==
module lab1_top(
	input not_LEFT_pushbutton,
	input not_RIGHT_pushbutton,
	input [3:0] A,
	input [3:0] B,
	output reg [3:0] result );
	wire [3:0] ANDed_result;
	wire [3:0] ADDed_result;
	wire LEFT_pushbutton;
	wire RIGHT_pushbutton;
	assign ANDed_result = A & B;
	assign ADDed_result = A + B;
	assign LEFT_pushbutton = ~ not_LEFT_pushbutton;
	assign RIGHT_pushbutton = ~ not_RIGHT_pushbutton;
	always @* begin
		case ( {LEFT_pushbutton, RIGHT_pushbutton} )
			2'b01: result = ADDed_result;
			2'b10: result = ANDed_result;
			2'b11: result = ADDed_result;  
			default: result = 4'b0;
		endcase
	end
endmodule
==> run.sh <==
#!/bin/bash
# OpenROAD 26Q1-2900-gdf79404cd8, Yosys 0.63+post, stock flow scripts
make -C /OpenROAD-flow-scripts/flow DESIGN_CONFIG=/design/flow/config.mk WORK_HOME=/design/flow/orfs finish
==> config.mk <==
export PLATFORM = sky130hd
export DESIGN_NAME = lab1_top
export DESIGN_NICKNAME = lab1_top
export VERILOG_FILES = /design/flow/design.v
export SDC_FILE = /design/flow/constraint.sdc
export NUM_CORES = 4
export LEC_CHECK = 1
export CORE_AREA = 10 10 70 70
export DIE_AREA = 0 0 80 80
==> constraint.sdc <==
current_design lab1_top

set clk_period 1.7
set clk_io_pct 0.2

create_clock -name clk0 -period $clk_period

set non_clock_inputs [all_inputs -no_clocks]
set_input_delay [expr $clk_period * $clk_io_pct] -clock clk0 $non_clock_inputs
set_output_delay [expr $clk_period * $clk_io_pct] -clock clk0 [all_outputs]
==> impl_metrics.csv <==
group,metric,value,unit
final_timing,fin_setup_tns,-57.71,ps
worst_setup_path,crit_type,"primary input to primary output",
detailed_routing,drc,0,
floorplan,initCoreUtil,0.05531,
floorplan,die_area,6400,um2
global_routing,grt_pass1_wl,1.469,mm
synth,ys_seq_frac,0,
global_routing,grt_max_degree,6,
placement,dp_hpwl,632,um
synth,synthMuxAreaShare,0,
synth,yosys-stat-cells,25,
synth,ys_sh_simple,0.3113,
worst_setup_path,startpoint_type,"primary input",
outcome,violations,"negative setup slack",
detailed_routing,first_pass_iters,2,
min_path,hold_depth,5,
final_layout,final_area,550.5,um2
final_layout,drive_gt1_frac,0.6800,
global_routing,antenna_found_initial,0,
synth,ys_warn_count,1,
final_timing,setup_ws,-34.60,ps
detailed_routing,drt-initial-drc-count,12,
final_layout,fin_cells,96,
pwr,p_leak,0.2284,nW
min_path,worstHoldPathType,"primary input to primary output",
placement,port_buffers,14,
synth,top_logic_kind,"adder cells",
detailed_routing,wl_per_cell,9.573,um
synth,syn_avg_cell_area,7.557,um2
final_timing,finalHoldViolCount,0,
pwr,p_total,0.1394,mW
synth,yosysUniqueCellTypes,15,
detailed_routing,antenna_left,0,
detailed_routing,diodes,0,
global_routing,overflow,0,
floorplan,fp.dieH,80,um
final_timing,setup_viol_count_final,2,
final_layout,clkbuf_count,0,
min_path,hold_start,"B[3]",
cts,cts_hold_buf,0,
final_timing,max_freq,576.5,MHz
pwr,p_per_area,253.1,nW/um2
placement,gp_congestion,0.7833,
synth,fa_ha_area_frac,0.3709,
placement,placed_area,420.4,um2
floorplan,core_area,3416,um2
placement,dp.cells,90,
outcome,status,"complete, but fails checks",
worst_setup_path,worstPathRequired,1360,ps
final_timing,period_minus_slack,1735,ps
worst_setup_path,end_kind,"primary output",
synth,aoi_share,0.1523,
final_timing,drv_slew,0,
global_routing,grt_util_all_layers,0.02775,
floorplan,ioPinCount,14,
synth,yosys_area,188.9,um2
synth,syn_area,188.9,um2
global_routing,grt_pass1_vias,328,
final_layout,area_growth,191.4,%
flow_run,warning_count,34,
final_timing,rsz0062_at_grt,"yes",
worst_setup_path,critical_path_arrival,1390,ps
final_timing,worstMarginPinSlew,217.3,ps
pwr,ir_drop,0.06961,mV
floorplan,dieWidth,80,um
detailed_routing,viasPerCell,2.958,
final_layout,finish.utilization,0.1612,
min_path,min_to,"result[3]",
synth,xor_share,0.04636,
synth,syn_inst,25,
flow_run,maxCapViolations,0,
worst_setup_path,critPathMaxFanout,2,
detailed_routing,routed-via-count,284,
final_layout,flop_area,0,um2
final_layout,seq_cells,0,
final_timing,slew_headroom,0.8541,
detailed_routing,finalWirelength,919,um
floorplan,rows,21,
final_timing,post-route-period-util,1.020,
==> synth_stat cells, drive strengths merged <==
| cell | number | area [um2] |
|---|---|---|
| buf | 1 | 11.26 |
| inv | 3 | 11.26 |
| nor3b | 1 | 7.510 |
| nand3 | 3 | 15.01 |
| or4b | 1 | 10.01 |
| fa | 1 | 20.02 |
| a311oi | 1 | 8.760 |
| nand2 | 2 | 7.510 |
| a21oi | 1 | 5.000 |
| xnor2 | 1 | 8.760 |
| nor4b | 1 | 8.760 |
| nor2 | 1 | 3.750 |
| ha | 4 | 50.05 |
| nor2b | 1 | 6.260 |
| o21ai | 3 | 15.01 |
==> power by group <==
group | leakage [nW] | internal [mW] | switching [mW]
logic | 0.228 | 0.0889 | 0.0504
clock network | 0 | 0 | 0
registers | 0 | 0 | 0
==> cell usage in the layout, fill, tap and decap left out <==
cell type,instances
buf_6,8
buf_4,8
buf_2,5
ha_4,4
inv_1,3
nand3_1,3
o21ai_1,2
nand2_1,2
buf_8,2
dlygate4sd2_1,2
xnor2_1,1
nor2b_2,1
o21ai_2,1
a21oi_4,1
or4b_1,1
nor2_1,1
nor3b_2,1
nor4b_2,1
a311oi_1,1
fa_2,1
clkdlybuf4s15_2,1
==> worst max-delay path: stages <==
cell and delay [ps]:
buf_8 100, ha_4 260, a21oi_4 50, or4b_1 460
nand3_1 90, buf_2 90
==> worst max path at each step <==
stage                 from        end  slack [ps]  cells past startpoint
final                 B[1]  result[3]         -30                      6
after CTS             A[1]  result[3]         -90                      6
after global routing  B[1]  result[3]        -100                      6
==> what timing repair did <==
action	in CTS	in global routing
setup endpoints to repair	4	2
pin swaps	8	6
buffers inserted	6	0
resized	64	8
==> metrics by stage <==
step	setup WS (ps)	hold slack, ps
after floorplan	172.5	794.0
after global placement	-817.8	1743
after detailed placement	-822.7	1756
after CTS	-94.41	1109
after global routing	-101.6	1143
final	-34.60	1092
==> metal layers <==
metal  global-route usage  up-vias  share of wire
met1              0.03772      130           0.49
met3              0.01364        0           0.12
li1                     -      141              -
met2              0.04093       13           0.39
met5                    0        -              0
met4                    0        0              0
==> final cells by class <==
class | count | area, um2
Timing Repair Buffer | 26 | 234.0
Multi-Input combinational cell | 21 | 247.7
Tap cell | 46 | 57.56
Fill cell | 388 | 2865
Inverter | 3 | 11.26
==> cells by family after synthesis <==
group	Yosys count
fa+ha+maj	5
compound gates	5
simple gates	10
xor+xnor	1
buf+inv	4
Power and IR drop assume default switching activity.
