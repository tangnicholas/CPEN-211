==> flow/design.v <==
module DetectWinner( input [8:0] ain, bin, output [7:0] win_line );
  assign win_line[0]  = (ain[8] & ain[7] & ain[6]) | (bin[8] & bin[7] & bin[6]);  
  assign win_line[1]  = (ain[5] & ain[4] & ain[3]) | (bin[5] & bin[4] & bin[3]);  
  assign win_line[2]  = (ain[2] & ain[1] & ain[0]) | (bin[2] & bin[1] & bin[0]);  
  assign win_line[3]  = (ain[8] & ain[5] & ain[2]) | (bin[8] & bin[5] & bin[2]);  
  assign win_line[4]  = (ain[7] & ain[4] & ain[1]) | (bin[7] & bin[4] & bin[1]);  
  assign win_line[5]  = (ain[6] & ain[3] & ain[0]) | (bin[6] & bin[3] & bin[0]);  
  assign win_line[6]  = (ain[8] & ain[4] & ain[0]) | (bin[8] & bin[4] & bin[0]);  
  assign win_line[7]  = (ain[2] & ain[4] & ain[6]) | (bin[2] & bin[4] & bin[6]);  
endmodule
==> flow/run.sh <==
#!/bin/bash
# OpenROAD 26Q1-2900-gdf79404cd8, Yosys 0.63+post, stock flow scripts
make -C /OpenROAD-flow-scripts/flow DESIGN_CONFIG=/design/flow/config.mk WORK_HOME=/design/flow/orfs finish
==> flow/config.mk <==
export PLATFORM = sky130hd
export DESIGN_NAME = DetectWinner
export DESIGN_NICKNAME = DetectWinner
export VERILOG_FILES = /design/flow/design.v
export SDC_FILE = /design/flow/constraint.sdc
export NUM_CORES = 4
export LEC_CHECK = 1
export CORE_AREA = 10 10 70 70
export DIE_AREA = 0 0 80 80
==> flow/constraint.sdc <==
current_design DetectWinner

set clk_period 1.0
set clk_io_pct 0.2

create_clock -name clk0 -period $clk_period

set non_clock_inputs [all_inputs -no_clocks]
set_input_delay [expr $clk_period * $clk_io_pct] -clock clk0 $non_clock_inputs
set_output_delay [expr $clk_period * $clk_io_pct] -clock clk0 [all_outputs]
==> results.py <==
# Synthesis and PnR figures
metrics = {
    "run_status": {
        "status": "completed",
    },
    "sta": {
        "finalSetupViolCount": 0,
        "timing.slew.headroom": 0.9415,
        "hold_violations": 0,
        "fin_crit_sh": 0.9714,
        "period_needed_ps": 971.4,
        "rsz0062_at_grt": "yes",
        "tightest_slew_ps": 87.73,
        "final_max_slew_viol_count": 0,
        "fmax_mhz": 1029,
    },
    "grt": {
        "grt_pass1_wl_um": 1593,
        "grt_pass1_vias": 300,
        "grt_max_degree": 5,
        "grt_use_total": 0.03048,
        "overflow": 0,
        "antenna_found_initial": 0,
    },
    "logic_synthesis": {
        "synth.distinct_cells": 2,
        "synthesis.area_um2": 110.1,
        "topCellsByArea": "nand3_1 73%, nand2_1 27%",
        "ys_warn_count": 0,
        "ys_seq_frac": 0,
        "ys_cells": 24,
        "yosys.area.top_type": "nand3_1",
        "synth_cells": 24,
        "syn_avg_cell_area_um2": 4.588,
        "yosys.area.top_type_share": 0.7273,
        "yosys_area_um2": 110.1,
    },
    "setup_path": {
        "worst-endpoint-arrival_ps": 770,
        "critical_path_class": "in -> out",
        "critical_path_required_ps": 800,
        "slowest_stage": "dlygate4sd2_1",
        "critPathMaxStageDelay_ps": 240,
        "cp_max_fo": 2,
        "crit_path_end_kind": "output pin",
        "crit_chain": "clkdlybuf4s15_1, nand3_1, nand2_1, dlygate4sd2_1",
        "cp-start-kind": "input port",
    },
    "detailed_routing": {
        "routed_via_density": 2.875,
        "antenna_cells": 0,
        "wl_um": 1083,
        "drc": 0,
        "vias": 276,
        "first_pass_iters": 4,
        "drt_iter0_markers": 1,
        "wl_per_cell_um": 11.28,
        "ant_nets": 0,
    },
    "power": {
        "powerDensity_mw_per_mm2": 316.5,
        "power_mw": 0.1425,
        "p_leak_nw": 0.2425,
        "peakVddDrop_uv": 28.93,
    },
    "placement": {
        "io_buffers": 26,
        "post_dp_cell_area_um2": 427.9,
        "place.gp.congestion": 0.8249,
    },
    "die": {
        "die_h_um": 80,
        "coreArea_mm2": 0.003416,
        "rows": 21,
        "die-area_mm2": 0.006400,
        "die_x_um": 80,
        "initCoreUtil": 0.03223,
        "io-pin-count": 26,
    },
    "finish": {
        "flops": 0,
        "fillers": 397,
        "design_area_um2": 450.4,
        "final_layout_size_suffix_gt1_frac": 0.5600,
        "clock_buffers": 0,
        "syn_to_final_growth_pct": 309.1,
        "register_area_um2": 0,
    },
    "worst_hold_path": {
        "hold_path.startpoint": "ain[8]",
        "min_path_cells": 4,
        "hold_class": "in -> out",
        "hold_end": "win_line[3]",
    },
    "flow_run": {
        "cap_violations": 0,
        "tool_warnings": 34,
    },
    "clock_tree": {
        "cts_setup_buffers": 0,
        "cts.hold.buffers_added": 0,
    },
}
==> cells by family (layout without fill, tap and decap cells) <==
family                 count (synthesis)  after routing  share of synthesized area
and+or+nand+nor                       24             24                      1.000
buffers and inverters                  0             26                          0
==> cells in the mapped netlist, drive strengths merged <==
library cell	count
nand2	8
nand3	16
==> final cells by class <==
cell class | count | area (um2) | area share
timing repair buffer | 26 | 230.2 | 0.5111
multi-input combinational | 24 | 162.7 | 0.3611
tap | 46 | 57.56 | 0.1278
==> where the power goes <==
part / internal [mW] / total, mW / switching (mW)
clock network: 0 / 0 / 0
registers: 0 / 0 / 0
logic: 0.0867 / 0.143 / 0.0558
==> timing repair <==
| item | 4_1_cts | 5_1_grt |
|---|---|---|
| resized | 76 | 23 |
| setup endpoints to repair | 8 | 6 |
| pin swaps | 8 | 5 |
==> metrics by stage <==
step / utilization / TNS (ps) / setup slack, ps / hold slack (ps) / std cells
floorplan: - / 0 / 503.6 / 468.0 / 24
global placement: 0.1253 / -4518 / -602.4 / 1344 / 96
detailed placement: 0.1253 / -4557 / -597.0 / 1344 / 96
CTS: 0.1245 / -367.4 / -186.6 / 782.0 / 96
global route: 0.1319 / -2.768 / -2.768 / 719.8 / 96
finish: 0.1319 / 0 / 28.63 / 675.2 / 96
==> worst max-delay path: cells and delay by family <==
kind / cells / cell delay [ps]
AND/OR/NAND/NOR: 2 / 140
buffers and inverters: 2 / 430
==> per-layer routing <==
metal | vias up | track usage | share of wire
li1 | 141 | - | -
met1 | 116 | 0.03626 | 0.40
met2 | 19 | 0.05377 | 0.44
met3 | 0 | 0.01136 | 0.16
met4 | 0 | 0 | 0
met5 | - | 0 | 0
==> worst max path at each step <==
| stage | from | to | cells past startpoint |
|---|---|---|---|
| 4_1_cts | ain[5] | win_line[1] | 4 |
| 5_1_grt | ain[7] | win_line[0] | 4 |
| 6_report | ain[7] | win_line[0] | 4 |
==> layout by cell type, fill, tap and decap left out, types with 2 or more instances in the layout <==
| cell | synthesis | routed |
|---|---|---|
| nand3_2 | 0 | 10 |
| nand2_1 | 8 | 7 |
| buf_6 | 0 | 7 |
| nand3_1 | 16 | 6 |
| dlygate4sd2_1 | 0 | 6 |
| buf_2 | 0 | 4 |
| buf_4 | 0 | 3 |
| clkbuf_2 | 0 | 2 |
| dlymetal6s2s_1 | 0 | 2 |
Power and IR drop assume default switching activity.
